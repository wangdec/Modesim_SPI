$ cat design.v
module SPI_3_to_2
(
 input reg Slave_IN_OUT_In,
 output wire Slave_IN_OUT_Out,
 output wire Slave_CLOCK,
 output wire Base_CLOCK,
 output wire SPI_SO_To_M,
 output wire Control_Test,
 output wire Control_1,
 output wire [23:0]write_data,
 output wire [23:0]read_data,
 output wire Command_Test,
 output wire Control_Command,
 output wire Control_Clock_Delay,
 output wire Slave_CLOCK_Delay_Control,
 output wire Slave_OUT_Test,
 input wire SPI_SI_Fr_M,
 input wire SPI_SYNC,   
 input wire SPI_CLK,
 input wire Clock_108M,
 input wire nReset
);
parameter SPI_Command_Len = 16;
parameter SPI_Sys_Clock_Half_Div= 27;
parameter Reand_Delay = 1;
reg Slave_IN_R;
reg Slave_OUT;
wire  Slave_IN;
reg SPI_SO_To_M_O;
reg [7:0]Divide_Num_clk;
reg [7:0]num_clk;
reg [7:0]read_num_clk;
reg Write_Read_Flag;
reg [SPI_Command_Len+8:0]Write_Buf;
reg [SPI_Command_Len+8:0]Read_Buf;
reg [4:0]Data_Num;
reg [4:0]Read_Data_Num;
reg Control;     
reg Control2;   
reg Control3;
reg Control4;    
reg Control5;
reg Control_Data_1;
reg Control_Command2;    
reg Control_Command3;
reg Control_Clock;
reg Command_Clock;
reg Control6;   
reg Control7;
reg Delay1;    
reg Delay2;
reg [7:0]Clock_Number;       
reg [7:0]Clock_Number2;     
reg [7:0]Clock_Number3;    
reg [7:0]Clock_Number4;    
reg Clock_Divide;
	  always@(posedge SPI_CLK or negedge SPI_SYNC or negedge nReset)     
	    begin 
		  if(!nReset)
		   begin
			 num_clk=0;
			 Write_Read_Flag=0;
			 Control=1;
			 Write_Buf={(SPI_Command_Len+8){1'b0}};
			end
		  else if(!SPI_SYNC)
		   begin
			 num_clk=0;
			 Write_Read_Flag=0;
			 Control=1;
			 Write_Buf={(SPI_Command_Len+8){1'b0}};
			end
		  else
		   begin
			 if(num_clk==0)Write_Read_Flag=SPI_SI_Fr_M;
		    if(!Write_Read_Flag)        
		     begin
		      if(num_clk<SPI_Command_Len+8)
				 begin
				   if(num_clk==SPI_Command_Len)Control=0;         
				    if(num_clk==SPI_Command_Len+7)Control=1;
			  	   Write_Buf[num_clk]= SPI_SI_Fr_M;     
				  end
				end
		     else if(Write_Read_Flag)                           
		      begin
		       if(num_clk<SPI_Command_Len)
			     begin
				   if(num_clk==SPI_Command_Len-1)              
					 Control=0;
				   else 
					 Control=1;
				   Write_Buf[num_clk]= SPI_SI_Fr_M;     
			     end
				end
		    num_clk=num_clk+1'h1;		
		   end
      end
	  always@(negedge SPI_CLK or negedge SPI_SYNC or negedge nReset)     
	    begin 
		  if(!nReset)
			 read_num_clk=0;
		  else if(!SPI_SYNC)
			 read_num_clk=0;
		  else
		   begin
		    if(Write_Read_Flag)                           
		      begin
		       if(read_num_clk<SPI_Command_Len+8)
				  begin
				   if(read_num_clk>=SPI_Command_Len)
				    SPI_SO_To_M_O=Read_Buf[read_num_clk];
				  end
				end  
			 read_num_clk=read_num_clk+1'h1;
		   end
      end
	always@(negedge Clock_108M or negedge nReset) 
	 begin
	   if(nReset==0)
		 begin
		  Divide_Num_clk=0;
		  Clock_Divide=1;
		 end
		else
		 begin
		  Divide_Num_clk=Divide_Num_clk+1'h1;
		  if(Divide_Num_clk>=SPI_Sys_Clock_Half_Div)
		   begin
		    Divide_Num_clk=0;
			 Clock_Divide=~Clock_Divide;
		   end
		 end
	 end
 	always@(negedge Control or negedge nReset or posedge Control3 ) 
	   begin
		 if(!nReset)
		  Control2=0;
		 else if(Control3)Control2=0;
		 else
		  Control2=1;
		end
	always@(posedge Clock_Divide or negedge nReset)   
	 begin
	  if(!nReset)
	   begin
		 Clock_Number=0;
		 Control_Clock=0;
		 Control3=0;
		end
	  else if(!Control2)
	   begin
		 Clock_Number=0;
		 Control_Clock=0;
		 Control3=0;
		end
	  else
	   begin
		 Clock_Number=Clock_Number+1'h1;
		 if(Clock_Number<SPI_Command_Len+9+Reand_Delay)
			 Control_Clock=1;
		 else
		  begin
		   Control_Clock=0;
			Control3=1;
		  end
		end
 	 end	
 	always@(negedge Clock_Divide or negedge nReset) 
	 begin
	  if(!nReset)
	   begin
		 Control_Data_1=1;
		 Clock_Number2=0;
		end
	  else if(!Control_Clock)
	   begin
		 Clock_Number2=0;
		 Control_Data_1=1;
		end
	  else
	   begin
		 Clock_Number2=Clock_Number2+1'h1;
		 if(Clock_Number2<SPI_Command_Len+1)
		   Control_Data_1=1;
		 else
			Control_Data_1=0;
		end
	 end		
 	always@(negedge Control or negedge nReset or posedge Control_Command3 ) 
	   begin
		 if(!nReset)
		  Control_Command2=0;
		 else if(Control_Command3)Control_Command2=0;
		 else
		  Control_Command2=1;
		end
	always@(posedge Clock_Divide or negedge nReset) 
	 begin
	  if(!nReset)
	   begin
		 Control_Command3=0;
		 Command_Clock=0;
		 Clock_Number3=0;
		end
	  else if(!Control_Command2)
	   begin
		 Clock_Number3=0;
		 Control_Command3=0;
		 Command_Clock=0;
		end
	  else
	   begin
		 Clock_Number3=Clock_Number3+1'h1;
		 if(Clock_Number3<SPI_Command_Len+1)
		   Command_Clock=1;
		 else
		  begin
			Control_Command3=1;
			Command_Clock=0;
		  end
		end
	 end		
 	always@(negedge Control or negedge nReset or posedge Control7) 
	   begin
		 if(!nReset)
		  Control6=0;
		 else if(Control7)Control6=0;
		 else
		  Control6=1;
		end
	always@(posedge Clock_Divide or negedge nReset) 
	 begin
	  if(!nReset)
	   begin
		 Clock_Number4=0;
		 Control7=0;
		 Delay1=0;
		end
	  else if(!Control6)
	   begin
		 Clock_Number4=0;
		 Control7=0;
		 Delay1=0;
		end
	  else
	   begin
		 Clock_Number4=Clock_Number4+1'h1;
		 if(Clock_Number4<SPI_Command_Len+1+Reand_Delay)
		   Delay1=1;
		 else
		  begin
			Control7=1;
			Delay1=0;
		  end
		end
	 end	
	always@ (negedge Slave_CLOCK or negedge Control_Clock)
	  begin
	   if(!Control_Clock)
		  Data_Num=0;
		else
		 begin
	     if(Write_Read_Flag==0)        
		   begin
			 if(Data_Num<SPI_Command_Len+8)
			  begin
         Slave_OUT=Write_Buf[Data_Num];     
			   Data_Num=Data_Num+1'h1;
	        end
			end
		  else if(Write_Read_Flag==1)                           
		   begin
			 if(Data_Num<SPI_Command_Len)
			  begin
				 Slave_OUT=Write_Buf[Data_Num];     
			   Data_Num=Data_Num+1'h1;
	        end
			end
	    end
	  end
	always@ (posedge Slave_CLOCK or negedge SPI_SYNC or negedge nReset)
	  begin
	   if(!nReset)
		 begin
		  Read_Data_Num=0;
		  Read_Buf={(SPI_Command_Len+8){1'b0}};
		 end
		else if(!SPI_SYNC)
		 begin
		  Read_Data_Num=0;
		  Read_Buf={(SPI_Command_Len+8){1'b0}};
		 end  
		else if(Write_Read_Flag)                           
		 begin 
		   if(Read_Data_Num<SPI_Command_Len+8)
			  begin
			   if(!Control_Command)
          Read_Buf[Read_Data_Num]=Slave_IN_OUT_In;
			   Read_Data_Num=Read_Data_Num+1'h1;
	        end
		 end
	  end
 	always@(Control_Command)
    begin
	  if(Control_Command)
	    Slave_IN_R<=Slave_OUT;
		else
	    Slave_IN_R<=1'bz;	
	 end
	assign Base_CLOCK=Clock_Divide;
	assign Control_1=Control;
	assign write_data=Write_Buf;
	assign read_data=Read_Buf;
	assign SPI_SO_To_M=SPI_SO_To_M_O;
	assign Control_Command=(Write_Read_Flag)?Control_Data_1:{1'b1};
	assign Slave_IN_OUT_Out=Slave_IN_R;
	assign Slave_CLOCK=(nReset & Control_Clock & ((~(Delay1&Control_Clock))| Command_Clock))?Clock_Divide:{1'b1};
	assign Slave_CLOCK_Delay_Control=Control_Clock & ((~(Delay1&Control_Clock))| Command_Clock);
   assign Control_Test=Control_Clock;	
	assign Command_Test=Command_Clock;
	assign Control_Clock_Delay=Delay1;
	assign Slave_OUT_Test=Write_Read_Flag;
endmodule
$ cat run.sh
#!/bin/bash
# OpenROAD 26Q1-2900-gdf79404cd8, Yosys 0.63+post, stock flow scripts
make -C /OpenROAD-flow-scripts/flow DESIGN_CONFIG=/design/flow/config.mk WORK_HOME=/design/flow/orfs finish
$ cat config.mk
export PLATFORM = sky130hd
export DESIGN_NAME = SPI_3_to_2
export DESIGN_NICKNAME = SPI_3_to_2
export VERILOG_FILES = /design/flow/design.v
export SDC_FILE = /design/flow/constraint.sdc
export NUM_CORES = 4
export LEC_CHECK = 1
export CORE_UTILIZATION = 30
$ cat constraint.sdc
current_design SPI_3_to_2

set clk_period 2.1
set clk_io_pct 0.2

create_clock -name clk0 -period $clk_period [get_ports {Clock_108M}]
create_clock -name clk1 -period $clk_period [get_ports {SPI_CLK}]

set non_clock_inputs [all_inputs -no_clocks]
set_input_delay [expr $clk_period * $clk_io_pct] -clock clk0 $non_clock_inputs
set_output_delay [expr $clk_period * $clk_io_pct] -clock clk0 [all_outputs]
==> impl_metrics.tcl <==
# collected from the flow reports
set metrics [dict create \
    peakVddDrop_uv 463.8 \
    slowest_stage "dfstp_4" \
    finalClockSkew_ns 0.06935 \
    final_area_um2 8376 \
    maxCapViolCount 0 \
    diodes 0 \
    totalPowerFinal_uw 3373 \
    cp_slowest_stage_delay_ns 0.60 \
    slew_headroom 0.5477 \
    grt_max_degree 42 \
    syn_area_um2 7087 \
    ys_area_um2 7087 \
    r2r_setup_slack_ns 0.02 \
    path_buffers 3 \
    via_per_inst 4.737 \
    core_um2 22920 \
    cp_cell_sequence "inv_2 -> and3_4 -> clkinvlp_4 -> buf_2" \
    clkTransAtPathRegs_ns 0.07 \
    unclocked_regs 78 \
    vias 4789 \
    r2r-end "Write_Buf[22]$_DFFE_PP0P_" \
    crit_family "flip-flops" \
    gp_congestion 0.8852 \
    fp-utilization 0.3093 \
    untimed_endpoints 105 \
    r2r_start "num_clk[0]$_DFF_PP0_" \
    totalWireLength_um 14220 \
    grt.total_usage 0.1261 \
    num_rows 55 \
    cp.required_ns 1.68 \
    path_depth 4 \
    dp_slack_ns -0.7382 \
    synth_cell_type_count 69 \
    dr.pass1.iters 6 \
    die_area_um2 24240 \
    drtAntennaViolNets 0 \
    end_kind "output pin" \
    drc 0 \
    synth-seq-cells 131 \
    syn_area_per_cell_um2 10.74 \
    drt_iter0_markers 253 \
    violations "setup timing" \
    dp_cells 991 \
    worstSetupStartpointType "flip-flop" \
    first_global_vias 4650 \
    worst_slack_ns -0.6583 \
    warnings 36 \
    io_pins 65 \
    slew_violations 0 \
    p_leak_uw 0.003464 \
    dieHeight_um 155.7 \
    worstPathArrival_ns 2.34 \
    drt-wirelength-per-cell_um 14.06 \
    finalHoldViolCount 0 \
    cts-hold-fix-buffers 0 \
    grt_pass1_wl_um 24050 \
    flop_cell "dfrtp_1" \
    io_buffers 63 \
    reg2regPathDepth 7 \
    cts_tree "yes" \
    p_per_area_nw_per_um2 402.7 \
    rsz0062_at_grt "yes" \
    drive_above_1_share 0.2192 \
    worstMarginPinSlew_ns 0.6723 \
    syn_inst 660 \
    fillers 2218 \
    placed_area_um2 7910 \
    edf_count 2 \
    yosysWarnings 2 \
    setup_violations 3 \
    hold_ws_ns 0.4144 \
    syn2layout_area_growth_pct 18.18 \
    antenna_found_initial 0 \
    yosys_cells 660 \
    overflow 0 \
    crit_type "flip-flop to output pin" \
    cp_max_fo 2 \
    dieWidth_um 155.7 \
    hp-class "input port to async pin" \
    outcome "complete, but fails checks" \
    yosys.stat.seqShare 0.4645 \
    stdcell_count 1011 \
    hpwlAfterDp_um 10380 \
    async_flop_share 0.9847 \
]
-- cells in the final DEF, fill, tap and decap left out, drive strengths merged, types with 22 or more instances in the layout --
| master | n |
|---|---|
| inv | 22 |
| xnor2 | 27 |
| xor2 | 22 |
| o21ai | 31 |
| dfrtn | 32 |
| dfrtp | 94 |
| nand2 | 39 |
| buf | 37 |
| nor2 | 40 |
| clkdlybuf4s50 | 58 |
| nand3 | 29 |
| mux2 | 41 |
-- how the worst max path moves through the flow --
stage / startpoint / slack [ns] / end
5_1_grt: Clock_Divide$_DFFE_NN1P_ / -0.70 / Slave_CLOCK
4_1_cts: Clock_Divide$_DFFE_NN1P_ / -0.68 / Slave_CLOCK
6_report: Clock_Divide$_DFFE_NN1P_ / -0.66 / Slave_CLOCK
-- kinds of logic after synthesis --
group,after synthesis,synth area share
AOI/OAI and AO/OA,81,0.07627
DFF,131,0.4645
adders and majority gates,14,0.02472
xor gates and xnor gates,49,0.06162
buffers and inverters,96,0.07804
other,2,0.001060
muxes,61,0.1163
and+or+nand+nor,226,0.1774
-- worst min-delay path: stages --
cell and delay [ns]:
buf_2 0.12, and2_4 0.16, buf_4 0.44
-- state kept, by name, indices dropped and copies added, names as in the netlist, 5 cells and up --
register,flops
Data_Num,5
Write_Buf,25
Divide_Num_clk,8
Clock_Number,8
Read_Buf,25
Read_Data_Num,5
read_num_clk,8
Clock_Number2,8
Clock_Number4,8
num_clk,8
Clock_Number3,8
-- report_power, final --
group / total, uW / internal, uW / switching (uW)
clock: 1200 / 773 / 426
combinational: 529 / 227 / 303
sequential: 1640 / 1560 / 85.3
-- what timing repair did --
action | CTS | global route
gates cloned | 0 | 1
pin swaps | 2 | 6
endpoints found under the setup margin | 12 | 26
gates resized | 9 | 28
buffers inserted | 1 | 7
-- synthesized netlist by cell type (3+ instances only) --
cell,number,area share
a211o_1,4,0.0049
a21oi_1,10,0.0071
a22o_1,4,0.0049
and2_1,20,0.018
and3_1,12,0.011
and4_1,3,0.0037
buf_2,7,0.0049
buf_4,49,0.052
clkbuf_1,17,0.0090
dfrtn_1,32,0.11
dfrtp_1,94,0.33
dfstp_2,3,0.011
ha_1,14,0.025
inv_1,21,0.011
mux2_2,40,0.064
mux2i_1,7,0.0099
mux4_2,13,0.041
nand2_1,39,0.021
nand2b_1,6,0.0053
nand3_1,29,0.020
nand4_1,6,0.0053
nor2_1,39,0.021
nor2b_1,9,0.0079
nor3_1,18,0.013
nor3b_1,6,0.0064
nor4_1,12,0.011
nor4b_1,3,0.0037
o2111ai_1,4,0.0049
o21a_1,3,0.0032
o21ai_0,29,0.020
o31ai_1,5,0.0053
or2_2,7,0.0062
xnor2_1,27,0.033
xor2_1,21,0.026
-- area by class of cell --
class                   instances  area (um2)  area share
clock buffers                   9       225.2     0.02689
multi-input cells             437        3458      0.4129
repair buffers                 97       899.6      0.1074
inverters                      19       77.57    0.009262
clock inverters                 5       27.53    0.003287
flip-flops and latches        131        3296      0.3935
well taps                     313       391.6     0.04676
-- stage by stage --
| stage | util | setup TNS (ns) |
|---|---|---|
| 6_report | 0.3655 | -1.511 |
| 2_1_floorplan | - | -1.260 |
| 4_1_cts | 0.3558 | -1.623 |
| 3_3_place_gp | 0.3452 | -5.070 |
| 3_5_place_dp | 0.3452 | -4.930 |
| 5_1_grt | 0.3655 | -2.232 |
-- metal layers --
layer	global-route usage	routed length [um]	part of all wire
met1	0.1975	6988	0.49
met2	0.1980	6610	0.46
met3	0.01980	509	0.036
met4	0.009337	107	0.0075
met5	0	0	0
